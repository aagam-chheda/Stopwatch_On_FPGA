==> ./design.v <==
module counter(
    input clk, reset, stop,
    output reg[5:0] seconds,
    output reg[5:0] minutes
);
    reg[26:0] temp;
    always@(posedge clk or posedge reset)
        begin
            if(reset) temp<=27'd0;
            else
                begin
                    if(temp==27'd99_999_999) temp<=27'd0;
                    else temp<=temp+1;
                end
        end
    always@(posedge clk or posedge reset)
        begin
            if(reset) seconds<=6'd0;
            else
                begin
                    if(!stop)
                        begin
                            if(temp==27'd99_999_999)
                                begin
                                    if(seconds==6'd59) seconds<=6'd0;
                                    else seconds<=seconds+1;
                                end
                            else seconds<=seconds;
                        end
                    else seconds<=seconds;
                end
        end
    always@(posedge clk or posedge reset)
        begin
            if(reset) minutes<=6'd0;
            else
                begin
                    if(!stop)
                        begin
                            if(temp==27'd99_999_999)
                                begin
                                    if(seconds==6'd59)
                                        begin
                                            if(minutes==6'd59) minutes<=6'd0;
                                            else minutes<=minutes+1;
                                        end
                                    else minutes<=minutes;
                                end
                            else minutes<=minutes;
                        end
                    else minutes<=minutes;
                end
        end
endmodule
module hexa_to_bcd_converter(
    input [5:0] hexa,
    input clk, reset,
    output reg [3:0] units_place,
    output reg [3:0] tens_place
);
    always@(posedge clk or posedge reset)
        begin
            if(reset)
                begin
                    tens_place <= 4'b0000;
                    units_place <= 4'b0000;
                end
            else
                begin
                    tens_place <= hexa/10;
                    units_place <= hexa%10;
                end
        end
endmodule
module illuminator(
    input clk, reset,
    input[3:0] units_seconds, tens_seconds,
    input[3:0] units_minutes, tens_minutes,
    output reg[7:0] illuminate,
    output reg[7:0] segment
);
    reg[17:0] temp;
    always@(posedge clk or posedge reset)
        begin
            if(reset) temp<=17'b00000000000000000;
            else
                begin
                    if(temp==17'd99999)
                        temp<=17'b00000000000000000;
                    else
                        temp<=temp+1;
                end
        end
    reg[1:0] ps, ns;
    parameter s0=0, s1=1, s2=2, s3=3;
    always@(posedge clk or posedge reset)
        begin
            if(reset) ps<=s0;
            else
                begin
                    if(temp==17'd99999)
                        ps<=ns;
                    else
                        ps<=ps;
                end
        end
    always@(*)
        case(ps)
            s0: ns=s1;
            s1: ns=s2;
            s2: ns=s3;
            s3: ns=s0;
            default: ns=s0;
        endcase
    always@(*)
        case(ps)
            s0: begin
                    illuminate=8'b11111110;
                    case(units_seconds)     
                        0: segment=8'b00000011;
                        1: segment=8'b10011111;
                        2: segment=8'b00100101;
                        3: segment=8'b00001101;
                        4: segment=8'b10011001;
                        5: segment=8'b01001001;
                        6: segment=8'b01000001;
                        7: segment=8'b00011111;
                        8: segment=8'b00000001;
                        9: segment=8'b00001001;
                        default: segment=8'b11111111;
                    endcase
                end
            s1: begin
                    illuminate=8'b11111101;
                    case(tens_seconds)     
                        0: segment=8'b00000011;
                        1: segment=8'b10011111;
                        2: segment=8'b00100101;
                        3: segment=8'b00001101;
                        4: segment=8'b10011001;
                        5: segment=8'b01001001;
                        6: segment=8'b01000001;
                        7: segment=8'b00011111;
                        8: segment=8'b00000001;
                        9: segment=8'b00001001;
                        default: segment=8'b11111111;
                    endcase
                end
            s2: begin
                    illuminate=8'b11101111;
                    case(units_minutes)     
                        0: segment=8'b00000011;
                        1: segment=8'b10011111;
                        2: segment=8'b00100101;
                        3: segment=8'b00001101;
                        4: segment=8'b10011001;
                        5: segment=8'b01001001;
                        6: segment=8'b01000001;
                        7: segment=8'b00011111;
                        8: segment=8'b00000001;
                        9: segment=8'b00001001;
                        default: segment=8'b11111111;
                    endcase
                end
            s3: begin
                    illuminate=8'b11011111;
                    case(tens_minutes)     
                        0: segment=8'b00000011;
                        1: segment=8'b10011111;
                        2: segment=8'b00100101;
                        3: segment=8'b00001101;
                        4: segment=8'b10011001;
                        5: segment=8'b01001001;
                        6: segment=8'b01000001;
                        7: segment=8'b00011111;
                        8: segment=8'b00000001;
                        9: segment=8'b00001001;
                        default: segment=8'b11111111;
                    endcase
                end
            default:begin
                        illuminate=8'b11111110;
                        case(units_seconds)     
                            0: segment=8'b00000011;
                            1: segment=8'b10011111;
                            2: segment=8'b00100101;
                            3: segment=8'b00001101;
                            4: segment=8'b10011001;
                            5: segment=8'b01001001;
                            6: segment=8'b01000001;
                            7: segment=8'b00011111;
                            8: segment=8'b00000001;
                            9: segment=8'b00001001;
                            default: segment=8'b11111111;
                        endcase
                    end
        endcase
endmodule
module stopwatch(
    input clk, reset, stop,
    output[7:0] illuminate,
    output[7:0] seven_segment 
);
    wire[5:0] seconds, minutes;
    counter counter_module(
        .clk(clk),
        .reset(reset),
        .stop(stop),
        .seconds(seconds),
        .minutes(minutes)
    );
    wire[3:0] units_seconds, tens_seconds;
    hexa_to_bcd_converter hexa_to_bcd_converter_module_seconds(
        .hexa(seconds),
        .clk(clk),
        .reset(reset),
        .units_place(units_seconds),
        .tens_place(tens_seconds)
    );
    wire[3:0] units_minutes, tens_minutes;
    hexa_to_bcd_converter hexa_to_bcd_converter_module_minutes(
        .hexa(minutes),
        .clk(clk),
        .reset(reset),
        .units_place(units_minutes),
        .tens_place(tens_minutes)
    );
    illuminator illuminator_module(
        .clk(clk),
        .reset(reset),
        .units_seconds(units_seconds),
        .tens_seconds(tens_seconds),
        .units_minutes(units_minutes),
        .tens_minutes(tens_minutes),
        .illuminate(illuminate),
        .segment(seven_segment)
    );
endmodule
==> ./run.sh <==
#!/bin/bash
# OpenROAD 26Q1-2900-gdf79404cd8, Yosys 0.63+post, stock flow scripts
make -C /OpenROAD-flow-scripts/flow DESIGN_CONFIG=/design/flow/config.mk WORK_HOME=/design/flow/orfs finish
==> ./config.mk <==
export PLATFORM = sky130hd
export DESIGN_NAME = stopwatch
export DESIGN_NICKNAME = stopwatch
export VERILOG_FILES = /design/flow/design.v
export SDC_FILE = /design/flow/constraint.sdc
export NUM_CORES = 4
export LEC_CHECK = 1
export CORE_UTILIZATION = 30
==> ./constraint.sdc <==
current_design stopwatch

set clk_period 4.6
set clk_io_pct 0.2

create_clock -name clk0 -period $clk_period [get_ports {clk}]

set non_clock_inputs [all_inputs -no_clocks]
set_input_delay [expr $clk_period * $clk_io_pct] -clock clk0 $non_clock_inputs
set_output_delay [expr $clk_period * $clk_io_pct] -clock clk0 [all_outputs]
==> results.sh <==
# source this file to load flow results
export IMPL_status="finished, final reports clean"
export IMPL_grt_pass1_wl_um=15100
export IMPL_setup_viol=0
export IMPL_post_cts_setup_buffers=0
export IMPL_place_hpwl_um=6120
export IMPL_cp_slowest_cell="nor3_1"
export IMPL_path_buffers=2
export IMPL_synth_cells_yosys=509
export IMPL_skew_ps=11.1
export IMPL_start_kind="register"
export IMPL_initCoreUtil_pct=31.0
export IMPL_chip_area_sq_um=16300
export IMPL_fmax_ghz=0.294
export IMPL_cts_clk_slew_worst_paths_ps=60
export IMPL_edf_count=0
export IMPL_ys_chip_area_sq_um=4750
export IMPL_synth_async_reset_ratio_pct=100
export IMPL_cts_hold_buf=0
export IMPL_r2r_setup_slack_ps=1560
export IMPL_cp_end_kind="output port"
export IMPL_synth_warning_count=3
export IMPL_holdPathEnd="counter_module.temp[0]$_DFF_PP0_"
export IMPL_top_area_share_pct=39.0
export IMPL_worst_pin_slew_ps=754
export IMPL_drc=0
export IMPL_ys_top_cells_by_area="dfrtp_1 39%, ha_1 9.5%, xor2_1 4.1%, nor2_1 3.9%, xnor2_1 3.7%"
export IMPL_worstPathRequired_ps=3680
export IMPL_finalHoldViolations=0
export IMPL_ant_nets=0
export IMPL_powerDensity_nw_per_um2=252
export IMPL_hp_class="reg -> reg"
export IMPL_critPathMaxFanout=12
export IMPL_drive_above_1_share_pct=8.05
export IMPL_synthToLayoutAreaGrowth_pct=12.7
export IMPL_drtIter0Drc=105
export IMPL_finalClockPeriodUsage_pct=73.8
export IMPL_die_height_um=128
export IMPL_port_buffers=13
export IMPL_maxSlewHeadroom_pct=49.4
export IMPL_first_pass_iters=5
export IMPL_grt_overflow=0
export IMPL_hold_ws_ps=464
export IMPL_netlist_area_sq_um=4750
export IMPL_placementRows=45
export IMPL_rsz0062_at_grt="no"
export IMPL_avgRoutedWirePerCell_um=11.6
export IMPL_tritoncts="yes"
export IMPL_critical_path_top_delay_family="simple AND/OR/NAND/NOR gates"
export IMPL_htree_num_levels=3
export IMPL_ys_seq_share_pct=39.5
export IMPL_routed_wl_um=8500
export IMPL_synth_cell_type_count=66
export IMPL_vdd_drop_max_mv=0.135
export IMPL_fp_dieW_um=128
export IMPL_antenna_found_initial=0
export IMPL_diodes=0
export IMPL_cp_cell_sequence="nor3_1 -> inv_1 -> nor2_1 -> a222oi_1 -> o21ai_0 -> clkdlybuf4s50_1"
export IMPL_r2r_start="counter_module.minutes[3]$_DFFE_PP0P_"
export IMPL_place_congestion=0.873
export IMPL_min_path_cells=1
export IMPL_fillers=1531
export IMPL_core_sq_um=15300
export IMPL_postSynthCellCount=509
export IMPL_root_buffer="clkbuf_16"
export IMPL_most_common_cell="dfrtp_1"
export IMPL_crit_cells=6
export IMPL_post_cts_resized=0
export IMPL_fin_crit_ps=3400
export IMPL_yosys_area_top_type="dfrtp_1"
export IMPL_grtUsageTotal_pct=11.3
export IMPL_grt_max_degree=62
export IMPL_clock_path_buffers=2
export IMPL_tns_ps=0
export IMPL_hold_start="counter_module.temp[0]$_DFF_PP0_"
export IMPL_slew_viol_final=0
export IMPL_vias_per_cell=4.74
export IMPL_reg2regPathDepth=13
export IMPL_vias=3474
export IMPL_grt_pass1_vias=3333
export IMPL_layout_cells_non_filler=733
export IMPL_final_util_pct=35.0
export IMPL_flop_cell="dfrtp_1"
export IMPL_leakage_nw=2.39
export IMPL_drv_cap=0
export IMPL_yosys_top_cells_count="74 x dfrtp_1, 50 x nor2_1, 40 x nand2_1, 36 x ha_1, 32 x o21ai_0"
export IMPL_warnings=50
export IMPL_numSynthFlops=75
export IMPL_ios=19
export IMPL_path_class="reg -> out"
export IMPL_crit_path_max_incr_delay_ps=630
export IMPL_worstSkewPairLatency_ps=340
export IMPL_syn_area_per_cell_sq_um=9.34
export IMPL_dp_cells=717
export IMPL_cts_buffers=9
export IMPL_cp_data_arrival_time_ps=2480
export IMPL_clock_sinks=75
cells by family (layout without fill, tap and decap cells):
kind of cell | after synthesis | after routing | synth area share [%]
buffers and inverters | 53 | 62 | 4.90
and+or+nand+nor | 189 | 189 | 21.1
xor gates and xnor gates | 42 | 42 | 7.74
DFF | 75 | 75 | 39.5
other | 1 | 5 | 0.0789
muxes | 18 | 18 | 4.11
AOI/OAI and AO/OA | 94 | 94 | 12.8
adders and majority gates | 37 | 37 | 9.69
where the power goes:
part / total, W / switching [W] / internal, W
Sequential: 0.000660 / 0 / 0.000660
Clock: 0.000674 / 0.000295 / 0.000379
Combinational: 0.0000150 / 0.0000125 / 0.00000247
Total: 0.00135 / 0.000307 / 0.00104
stage by stage:
step	setup WS, ps	instance area, sq um	total power (W)
after CTS	1190	5360	0.00137
after global placement	1590	5060	0.000688
after detailed placement	1540	5060	0.000688
after floorplan	1770	4770	0.000685
final	1200	5360	0.00135
after global routing	969	5360	0.00140
worst register-to-register path, stage by stage (launching register included):
cell	delay, ps
dfrtp_1	530
inv_1	190
ha_1	230
inv_1	50
ha_1	210
nand2b_1	150
o21ai_0	400
o21ai_0	150
o21ai_0	240
ha_1	290
nor2_1	60
mux2i_1	120
o21ai_0	80
a22o_1	230
cells in the final DEF, fill, tap and decap left out, drive strengths merged, types with 4 or more instances in the layout:
cell / instances
o211ai: 5
xor2: 22
nand2b: 8
inv: 34
a21oi: 17
or4: 4
xnor2: 20
o21ai: 32
nand2: 40
nor4: 7
clkdlybuf4s50: 13
nor2: 51
ha: 36
and3: 5
nor2b: 9
clkbuf: 9
mux2: 9
conb: 5
dfrtp: 74
o31ai: 7
a31oi: 4
mux2i: 9
nor3: 7
nand3: 31
nand4: 12
per-layer routing:
| metal | up-vias | GRT usage, % | part of all wire (%) |
|---|---|---|---|
| li1 | 1788 | - | - |
| met1 | 1641 | 17.5 | 52 |
| met2 | 35 | 17.6 | 44 |
| met3 | 10 | 1.66 | 2.5 |
| met4 | 0 | 1.38 | 1.2 |
| met5 | - | 0 | 0 |
registers in the layout, summed over array words and instances, names as in the netlist, named ones only:
signal                                            flops
hexa_to_bcd_converter_module_seconds.tens_place       3
counter_module.temp                                  27
hexa_to_bcd_converter_module_seconds.units_place      4
illuminator_module.temp                              18
hexa_to_bcd_converter_module_minutes.units_place      4
counter_module.seconds                                6
hexa_to_bcd_converter_module_minutes.tens_place       3
counter_module.minutes                                6
how the worst max path moves through the flow:
stage,to,startpoint,slack [ps]
4_1_cts,seven_segment[7],register,1190
5_1_grt,seven_segment[7],register,970
6_report,seven_segment[7],register,1200
final cells by class:
| class | instances | area [sq um] | share of cell area, % |
|---|---|---|---|
| clock inverters | 7 | 70.1 | 1.31 |
| clock buffers | 9 | 225 | 4.21 |
| well taps | 211 | 264 | 4.93 |
| inverters | 31 | 116 | 2.17 |
| repair buffers | 15 | 145 | 2.71 |
| flip-flops and latches | 75 | 1880 | 35.1 |
| multi-input cells | 385 | 2660 | 49.6 |
No activity file was given, so power comes from the tool's default toggle rates.
